$ cat run.sh
#!/bin/bash
# OpenROAD 26Q1-2900-gdf79404cd8, Yosys 0.63+post, stock flow scripts
make -C /OpenROAD-flow-scripts/flow DESIGN_CONFIG=/design/flow/config.mk WORK_HOME=/design/flow/orfs finish
$ cat design.v
module Decodificador_Boolean(A, B, C, D, a, b, c, d, e, f, g);
input A, B, C, D;
output a, b, c, d, e, f, g;
assign a = (~A&C) | (A&~B&~C) | (~B&~C&~D) | (~A&B&D);
assign b = (~B&~C) | (~A&~B) | (~A&~C&~D) | (~A&C&D);
assign c = (~A&B) | (~A&~C) | (~A&D) | (~B&~C);
assign d = (A&~B&~C) | (~A&C&~D) | (~A&~B&C) | (~B&~C&~D) | (~A&B&~C&D);
assign e = (~A&C&~D) | (~B&~C&~D);
assign f = (A&~B&~C) | (~A&B&~C) | (~B&~C&~D) | (~A&B&~C);
assign g = (A&~B&~C) | (~A&~B&C) | (~A&B&~C) | (~A&C&~D);
endmodule
$ cat constraint.sdc
current_design Decodificador_Boolean

set clk_period 1.0
set clk_io_pct 0.2

create_clock -name clk0 -period $clk_period

set non_clock_inputs [all_inputs -no_clocks]
set_input_delay [expr $clk_period * $clk_io_pct] -clock clk0 $non_clock_inputs
set_output_delay [expr $clk_period * $clk_io_pct] -clock clk0 [all_outputs]
$ cat config.mk
export PLATFORM = sky130hd
export DESIGN_NAME = Decodificador_Boolean
export DESIGN_NICKNAME = Decodificador_Boolean
export VERILOG_FILES = /design/flow/design.v
export SDC_FILE = /design/flow/constraint.sdc
export NUM_CORES = 4
export LEC_CHECK = 1
export CORE_AREA = 10 10 70 70
export DIE_AREA = 0 0 80 80
==> run summary <==
Status = finished, violations left
Failing checks = negative setup slack
Xor/xnor share = 5.93%
Leak = 0.161 nW
Placed instance area = 338 µm²
Cell Area, Synth = 148 µm²
Floorplan utilization = 4.32%
Max Fclk = 920 MHz
Post-synth cell types = 13
DR DRC count = 0
Final period util = 109%
Final ANT Viol Nets = 0
Chip area = 6400 µm²
Log Warnings = 34
Yosys warning count = 0
CP Capture Type = output port
Worst setup path class = input pin to output port
Total congestion overflow = 0
Largest net degree at the start of global routing = 8
Die height = 80 µm
Cell area power density = 389 nW/µm²
CP Max Fanout = 7
Layout cell share with drive strength beyond 1 = 88.2%
Comb gate area = 190 µm²
Worst-margin pin slew = 0.369 ns
IO Pins = 11
Final wirelength = 673 µm
First DRT Iteration DRCs = 2
Placeable Area = 3420 µm²
Via count = 201
AND/OR/NAND/NOR Cells, Area Fraction = 50.8%
Initial antenna violation count = 0
Max-cap viol count = 0
Minimum clock period = 1.09 ns
Worst slew margin = 75.4%
Flop pwr share = 0%
Clk pwr share = 0%
TritonRoute pass-1 iters = 2
Finished Cell Area = 429 µm²
Pint = 0.104 mW
Vias in the first global route = 178
Total track usage = 1.78%
CP startpoint kind = input pin
Top non-seq family = simple AND/OR/NAND/NOR gates
Max VDD drop = 52.5 µV
Synth Area per Inst = 8.20 µm²
Complex Gates by Area = 28.0%
Logic pwr share = 100.0%
Final setup fails = 5
Cell total in the yosys stat output = 18
Flip-flop and latch count = 0
CTS Hold Buffers Added = 0
Post-synthesis mux area share = 0%
Fill cell count = 395
WL/cell = 8.41 µm
Average vias per placed instance = 2.51
Final WS setup = -0.0869 ns
First-pass GRT wire length = 897 µm
# diodes = 0
FP Rows = 21
Synth Instances = 18
Min Hold Slack = 0.660 ns
Final hold vios = 0
Chip area from the yosys synthesis statistics = 148 µm²
Net Sw Frac = 37.8%
Worst min path class = input pin to output port
Die Wd = 80 µm
Worst Path Required = 0.80 ns
Reg area = 0 µm²
Worst Path Arrival = 0.89 ns
Register share after synthesis = 0%
Layout clock buffer count = 0
Final Max Tran Viols = 0
GP Congestion = 0.725
Net switching power = 0.0631 mW
Unrepaired setup endpoints after global routing = true
IO Port Bufs = 11
Post-synthesis adder-cell area fraction = 0%
Synth-to-Final Area Change = 191%
-- cells by family (layout without fill, tap and decap cells) --
group	after synthesis	count (layout)
compound gates	5	5
xor+xnor	1	1
simple gates	10	10
buf+inv	2	18
-- per-layer routing --
layer	global-route usage [%]	share of wire (%)
met1	1.85	41
met2	3.93	59
met3	0	0.15
met4	0	0
met5	0	0
-- power groups by stage --
| stage | Sequential (mW) | Clock (mW) | Combinational (mW) |
|---|---|---|---|
| after CTS | 0 | 0 | 0.142 |
| after global routing | 0 | 0 | 0.179 |
| final | 0 | 0 | 0.167 |
-- what timing repair did --
action / 4_1_cts / 5_1_grt
pin swaps: 9 / 5
setup buffers: 0 / 1
setup endpoints to repair: 7 / 6
gates resized: 60 / 9
-- final timing paths --
| path | startpoint | end | slack, ns | cells past startpoint |
|---|---|---|---|---|
| min | B | b | 0.66 | 3 |
| max | C | a | -0.09 | 5 |
-- placed cells by master (no fill, tap or decap), types with 2 or more instances in the layout --
cell type  count
buf_8          2
buf_12         3
nor3_2         2
a211oi_2       2
buf_6          3
buf_4          3
buf_2          7
-- per-stage QoR --
stage                     utilization (%)  total power [mW]  cells  TNS (ns)  setup WS (ns)
after floorplan                         -            0.0479     18         0         0.0654
final                                12.6             0.167     80    -0.199        -0.0869
after detailed placement             9.89             0.138     79     -6.50         -0.996
after global placement               9.89             0.135     79     -6.40         -0.990
after CTS                            10.8             0.142     79    -0.283        -0.0937
after global routing                 12.6             0.179     80    -0.407         -0.119
-- layout make-up --
cell class,instances,share of cell area [%]
repair buffers,18,42.3
multi-input cells,16,44.3
well taps,46,13.4
-- cells in the mapped netlist, drive strengths merged --
library cell,count,area [µm²]
a211oi,2,15.0
a21oi,1,5.00
and3,1,7.51
buf,2,22.5
nor2,1,3.75
nor2b,1,6.26
nor3,3,15.0
nor3b,2,15.0
nor4,1,12.5
nor4b,1,15.0
o21a,1,15.0
o22ai,1,6.26
xor2,1,8.76
-- worst max-delay path, stage by stage --
cell and delay [ns]:
buf_12 0.11, buf_6 0.11, nor4b_4 0.24, nor3_1 0.09, buf_2 0.13
Power is estimated from default activity; no workload was simulated.
