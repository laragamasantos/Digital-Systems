$ cat ./config.mk
export PLATFORM = sky130hd
export DESIGN_NAME = somador_completo
export DESIGN_NICKNAME = somador_completo
export VERILOG_FILES = /design/flow/design.v
export SDC_FILE = /design/flow/constraint.sdc
export NUM_CORES = 4
export LEC_CHECK = 1
export CORE_AREA = 10 10 70 70
export DIE_AREA = 0 0 80 80
$ cat ./constraint.sdc
current_design somador_completo

set clk_period 3.6
set clk_io_pct 0.2

create_clock -name clk0 -period $clk_period

set non_clock_inputs [all_inputs -no_clocks]
set_input_delay [expr $clk_period * $clk_io_pct] -clock clk0 $non_clock_inputs
set_output_delay [expr $clk_period * $clk_io_pct] -clock clk0 [all_outputs]
$ cat ./design.v
module somador_1bit(A, B, TE, SOMA, TS);
input A, B, TE; 
output SOMA, TS;
assign SOMA =  (~A&~B&TE) | (~A&B&~TE) | (A&B&TE) | (A&~B&~TE);
assign TS = (A&TE) | (B&TE) | (A&B);
endmodule
module somador_completo(A, B, C0, SOMA);
input [3:0] A;
input [3:0] B;
input C0;
wire [2:0] T;
wire [3:0] D;
output [4:0] SOMA;
assign D[0] = (~B[0]&C0) | (B[0]&~C0);  
assign D[1] = (~B[1]&C0) | (B[1]&~C0);
assign D[2] = (~B[2]&C0) | (B[2]&~C0);
assign D[3] = (~B[3]&C0) | (B[3]&~C0);
somador_1bit bloco0 (A[0], D[0], C0, SOMA[0], T[0]);
somador_1bit bloco1 (A[1], D[1], T[0], SOMA[1], T[1]);
somador_1bit bloco2 (A[2], D[2], T[1], SOMA[2], T[2]);
somador_1bit bloco3 (A[3], D[3], T[2], SOMA[3], SOMA[4]);
endmodule
$ cat ./run.sh
#!/bin/bash
# OpenROAD 26Q1-2900-gdf79404cd8, Yosys 0.63+post, stock flow scripts
make -C /OpenROAD-flow-scripts/flow DESIGN_CONFIG=/design/flow/config.mk WORK_HOME=/design/flow/orfs finish
==> impl_metrics.yaml <==
# synthesis and place-and-route metrics
worst_setup_path:
  arrival_ns: 2.75
  worstPathMaxFanout: 2
  critical_path.max_stage_delay_ns: 0.47
  critical_path_top_delay_cell: "fa_1"
  worst_ep_required_time_ns: 2.88
  crit_type: "input pin to output port"
  cpMostUsedCell: "fa_1"
  cp_cell_sequence: "clkdlybuf4s50_1 -> mux2_2 -> fa_1 -> inv_1 -> fa_1 -> inv_1 -> fa_1 -> dlygate4sd2_1"
  end_kind: "output port"
  type_of_element_launching_the_critical_path: "input pin"
logic_synthesis:
  synth_stat.cells: 17
  yosys.cell_types.count: 6
  synth.yosys.seq_area_share_pct: 0
  syn-instance-count: 17
  yosys_warnings: 0
  yosys.stat.chipArea_sq_um: 159
  post_synth_instance_area_sq_um: 159
  syn_avg_cell_area_sq_um: 9.35
drt:
  detail_route.vias_per_cell: 1.62
  drt_pass1_iterations: 1
  drcViolationCount: 0
  post_drt_wl_per_cell_um: 7.09
  route.final.wire_length_um: 525
  detail_route.antenna_diodes: 0
  antenna_left: 0
  first_iter_violations: 0
  via_count: 120
hold_path:
  worstHoldPathType: "input pin to output port"
  worst_hold_path_startpoint: "C0"
  timing.hold.worst_endpoint: "SOMA[2]"
  holdPathStages: 6
power_and_ir_drop:
  internal-power_w: 0.0000311
  ir_worst_vdd_mv: 0.0314
  power.combinational.fraction_pct: 100.0
  p_seq_share_pct: 0
  power.share.switching_pct: 32.3
  leakagePower_nw: 0.149
  power_switching_w: 0.0000149
  clock_power_share_pct: 0
  power_density_nw_per_um2: 137
sta:
  timing_hold_violations_final: 0
  finalHoldWorstSlack_ns: 2.22
  timing.final.crit_period_ns: 3.47
  final_max_slew_viol_count: 0
  setup_violations: 0
  clock.fmax_mhz: 288
  fin_crit_sh_pct: 96.5
  timing_worst_slew_pin_value_ns: 0.202
  unrepaired_setup_endpoints_after_global_routing: "false"
  fin_ws_ns: 0.126
  maxSlewHeadroom_pct: 86.4
floorplanning:
  floorplan.initialDensity_pct: 4.65
  rows: 21
  design.portCount: 14
  chipArea_sq_um: 6400
  core_area_sq_um: 3420
  die_height_um: 80
  die_width_um: 80
layout:
  post-route-cell-area_sq_um: 335
  clock_buffer_count: 0
  drive_above_1_share_pct: 10.7
  layout-area-overhead-vs-synth_pct: 111
  design.seq.count: 0
  regArea_sq_um: 0
run:
  stage_log_warnings: 35
  max_cap_violations: 0
global_route:
  global_route.usage.total_pct: 1.55
  grt_pass1_wl_um: 772
  grt_remaining_overflow: 0
  maximum_number_of_pins_on_one_net_before_global_route_repair: 4
  antenna_found_initial: 0
  number_of_global_route_vias_before_repair: 137
clock_network:
  post_cts_buffers: 0
  cts_hold_buffers: 0
outcome:
  outcome: "finished clean"
placed_design:
  finalWeightedCongestion: 0.693
  dp_worst_setup_slack_ns: -0.285
  place_area_sq_um: 334
  place.port_buffers: 14
## worst max-delay path, delay by kind of cell
family	cells	cell delay, ns
muxes	1	0.28
buffers and inverters	4	0.76
adders and majority gates	3	0.97
## layout make-up
cell class         count  area [sq um]
well taps             46          57.6
fillers              410          3080
multi-input cells      8           106
inverters              4          15.0
repair buffers        16           156
## metrics by stage
step / TNS [ns] / utilization [%] / cells / total power [W]
global route: 0 / 9.82 / 74 / 0.0000527
floorplan: 0 / - / 17 / 0.0000269
finish: 0 / 9.82 / 74 / 0.0000460
CTS: 0 / 9.67 / 74 / 0.0000489
detailed placement: -0.428 / 9.78 / 74 / 0.0000527
global placement: -0.375 / 9.78 / 74 / 0.0000522
## placed cells by master (no fill, tap or decap)
cell type and n:
buf_4 2, clkdlybuf4s50_1 9, dlygate4sd2_1 3, dlymetal6s2s_1 2, fa_1 3, inv_1 4
mux2_2 1, xnor2_1 1, xor2_1 3
## Yosys cell counts
library cell | count | area share (%)
buf_4 | 5 | 24
inv_1 | 4 | 9.4
xor2_1 | 3 | 17
fa_1 | 3 | 38
mux2_2 | 1 | 7.1
xnor2_1 | 1 | 5.5
## logic make-up (layout without fill, tap and decap cells)
| kind of cell | count (synthesis) | after routing | synth area share [%] |
|---|---|---|---|
| adders and majority gates | 3 | 3 | 37.8 |
| muxes | 1 | 1 | 7.09 |
| buffers and inverters | 9 | 20 | 33.1 |
| xor gates and xnor gates | 4 | 4 | 22.1 |
## power by group through the flow
stage / Sequential [W] / Clock (W) / Combinational [W]
4_1_cts: 0 / 0 / 0.0000489
6_report: 0 / 0 / 0.0000460
5_1_grt: 0 / 0 / 0.0000527
## metal layers
metal	GRT usage, %	vias up	part of all wire [%]
met4	0	0	0
met2	1.36	12	22
li1	-	66	-
met3	1.82	0	25
met1	2.26	42	53
met5	0	-	0
## what timing repair did
item / 4_1_cts / 5_1_grt
gates cloned: 0 / 0
resized: 3 / 2
setup endpoints to repair: 3 / 2
## worst max-delay path by stage
stage,from,endpoint,slack (ns)
4_1_cts,C0,SOMA[2],0.006
6_report,A[0],SOMA[3],0.13
5_1_grt,A[0],SOMA[3],0.05
Power and IR drop assume default switching activity.
